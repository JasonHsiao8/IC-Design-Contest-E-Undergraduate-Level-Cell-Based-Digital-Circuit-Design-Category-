File: ./run.sh
#!/bin/bash
# OpenROAD 26Q1-2900-gdf79404cd8, Yosys 0.63+post, stock flow scripts
make -C /OpenROAD-flow-scripts/flow DESIGN_CONFIG=/design/flow/config.mk WORK_HOME=/design/flow/orfs finish
File: ./config.mk
export PLATFORM = sky130hd
export DESIGN_NAME = LASER
export DESIGN_NICKNAME = LASER
export VERILOG_FILES = /design/flow/design.v
export SDC_FILE = /design/flow/constraint.sdc
export NUM_CORES = 4
export LEC_CHECK = 1
export CORE_UTILIZATION = 50
File: ./constraint.sdc
current_design LASER

set clk_period 19.4
set clk_io_pct 0.2

create_clock -name clk0 -period $clk_period [get_ports {CLK}]

set non_clock_inputs [all_inputs -no_clocks]
set_input_delay [expr $clk_period * $clk_io_pct] -clock clk0 $non_clock_inputs
set_output_delay [expr $clk_period * $clk_io_pct] -clock clk0 [all_outputs]
File: ./design.v
module LASER (
    input CLK,
    input RST,
    input [3:0] X,
    input [3:0] Y,
    output reg [3:0] C1X,
    output reg [3:0] C1Y,
    output reg [3:0] C2X,
    output reg [3:0] C2Y,
    output reg DONE
);
    reg [3:0] target_x [0:39];  
    reg [3:0] target_y [0:39];
    reg [15:0] input_count;  
    parameter STATE_INPUT          = 4'd0,  
              STATE_INIT           = 4'd1,  
              STATE_ITER_C2_INIT   = 4'd2,  
              STATE_ITER_C2_CALC   = 4'd3,  
              STATE_ITER_C2_UPDATE = 4'd4,
              STATE_ITER_C2_DONE   = 4'd5,
              STATE_ITER_C1_INIT   = 4'd6,
              STATE_ITER_C1_CALC   = 4'd7,
              STATE_ITER_C1_UPDATE = 4'd8,
              STATE_ITER_C1_DONE   = 4'd9,
              STATE_CHECK          = 4'd10,
              STATE_OUTPUT         = 4'd11;
        reg [3:0] state;
        reg [3:0] bestC1X, bestC1Y;
        reg [3:0] bestC2X, bestC2Y; 
        reg [3:0] oldC1X, oldC1Y;
        reg [3:0] oldC2X, oldC2Y;
        reg [3:0] cand_x, cand_y;
        reg [5:0] targ_idx;  
        reg [5:0] temp_count;   
        reg [5:0] best_count;   
        reg [3:0] temp_bestX, temp_bestY;
        function automatic in_circle;  
            input [3:0] cx, cy;  
            input [3:0] tx, ty;  
            reg [3:0] dx, dy;  
            reg [7:0] distance;
            begin
                dx = (tx >= cx) ? (tx - cx) : (cx - tx);
                dy = (ty >= cy) ? (ty - cy) : (cy - ty);
                distance = dx * dx + dy * dy;
                in_circle = (distance <= 8'd16) ? 1'b1 : 1'b0 ;  
            end
        endfunction
        always @(posedge CLK) begin
            if (RST) begin
                state       <= STATE_INPUT;
                input_count <= 0;
                DONE        <= 0;
                C1X         <= 0;
                C1Y         <= 0;
                C2X         <= 0;
                C2Y         <= 0;
                bestC1X     <= 0;
                bestC1Y     <= 0;
                bestC2X     <= 0;
                bestC2Y     <= 0;
                oldC1X      <= 0;
                oldC1Y      <= 0;
                oldC2X      <= 0;
                oldC2Y      <= 0;
            end else begin
                case(state)
                STATE_INPUT: begin  
                    DONE <= 0;
                    target_x[input_count] <= X;
                    target_y[input_count] <= Y;
                    input_count <= input_count + 1;
                    if(input_count == 6'd39) begin
                        input_count <= 0;
                        state <= STATE_INIT;   
                    end
                end
                STATE_INIT: begin
                    bestC1X <= 4'd0; bestC1Y <= 4'd0;
                    bestC2X <= 4'd15; bestC2Y <= 4'd15;
                    oldC1X <= 4'd0; oldC1Y <= 4'd0;
                    oldC2X <= 4'd15; oldC2Y <= 4'd15;  
                    state <= STATE_ITER_C2_INIT;
                end
                STATE_ITER_C2_INIT: begin
                    cand_x <= 2;  
                    cand_y <= 2;
                    targ_idx <= 0;
                    best_count <= 0;
                    temp_count <= 0;
                    temp_bestX <= 0;
                    temp_bestY <= 0;
                    state <= STATE_ITER_C2_CALC;
                end
                STATE_ITER_C2_CALC: begin  
                    if(in_circle(bestC1X, bestC1Y, target_x[targ_idx], target_y[targ_idx]) ||
                       in_circle(cand_x, cand_y, target_x[targ_idx], target_y[targ_idx]))
                        temp_count <= temp_count + 1;
                    targ_idx <= targ_idx + 1;
                    if(targ_idx == 6'd39) state <= STATE_ITER_C2_UPDATE;
                end
                STATE_ITER_C2_UPDATE: begin  
                    if(temp_count > best_count)begin
                        best_count <= temp_count;
                        temp_bestX <= cand_x;
                        temp_bestY <= cand_y;
                    end
                    temp_count <= 0;
                    targ_idx <= 0;
                    if(cand_x < 4'd13) begin 
                        cand_x <= cand_x + 1;
                        state <= STATE_ITER_C2_CALC;
                    end
                    else begin
                        cand_x <= 2;
                        if (cand_y < 4'd13) begin 
                            cand_y <= cand_y + 1;
                            state <= STATE_ITER_C2_CALC;
                        end
                        else begin  
                            bestC2X <= temp_bestX;
                            bestC2Y <= temp_bestY;
                            state <= STATE_ITER_C2_DONE;
                        end
                    end
                end
                STATE_ITER_C2_DONE: begin
                    state <= STATE_ITER_C1_INIT;  
                end
                STATE_ITER_C1_INIT: begin
                    cand_x   <= 2;
                    cand_y   <= 2;
                    targ_idx <= 0;
                    best_count <= 0;
                    temp_count <= 0;
                    temp_bestX <= 0;
                    temp_bestY <= 0;
                    state <= STATE_ITER_C1_CALC;
                end
                STATE_ITER_C1_CALC: begin
                    if (in_circle(cand_x, cand_y, target_x[targ_idx], target_y[targ_idx]) ||
                        in_circle(bestC2X, bestC2Y, target_x[targ_idx], target_y[targ_idx]) )
                        temp_count <= temp_count + 1;
                    targ_idx <= targ_idx + 1;
                    if(targ_idx == 6'd39) begin
                        state <= STATE_ITER_C1_UPDATE;
                    end
                end
                STATE_ITER_C1_UPDATE: begin
                    if(temp_count > best_count) begin
                        best_count <= temp_count;
                        temp_bestX <= cand_x;
                        temp_bestY <= cand_y;
                    end
                    temp_count <= 0;
                    targ_idx <= 0;
                    if(cand_x < 4'd13) begin
                        cand_x <= cand_x + 1;
                        state <= STATE_ITER_C1_CALC;
                    end
                    else begin
                        cand_x <= 2;
                        if(cand_y < 4'd13) begin
                            cand_y <= cand_y + 1;
                            state <= STATE_ITER_C1_CALC;
                        end
                        else begin
                            bestC1X <= temp_bestX;
                            bestC1Y <= temp_bestY;
                            state <= STATE_ITER_C1_DONE;
                        end
                    end
                end
                STATE_ITER_C1_DONE: begin
                    state <= STATE_CHECK;
                end
                STATE_CHECK: begin
                    if((bestC1X != oldC1X) || (bestC1Y != oldC1Y) ||
                    (bestC2X != oldC2X) || (bestC2Y != oldC2Y)) begin
                        oldC1X <= bestC1X;
                        oldC1Y <= bestC1Y;
                        oldC2X <= bestC2X;
                        oldC2Y <= bestC2Y;
                        state <= STATE_ITER_C2_INIT;
                    end
                    else begin
                        state <= STATE_OUTPUT;
                    end
                end
                STATE_OUTPUT: begin
                    C1X  <= bestC1X;
                    C1Y  <= bestC1Y;
                    C2X  <= bestC2X;
                    C2Y  <= bestC2Y;
                    DONE <= 1;  
                    state <= STATE_INPUT;
                end        
                endcase
            end
        end
endmodule
==> reports/metrics.yaml <==
status: "finished clean"
tns_ns: 0
leakage_nw: 8.41
ys.flop_type: "edfxtp_1"
drive_gt1_share_pct: 15.4
synth_flops: 437
final_core_util_pct: 56.5
p_per_area_nw_per_um2: 80.8
die_area_um2: 42400
critPathKind: "register to register"
cts_root_buf: "clkbuf_16"
lay_top_count: "edfxtp_1"
highest_layer: "met4"
num_rows: 74
ys_sh_mux_pct: 12.7
top_area_cell: "edfxtp_1"
total_power_w: 0.00187
grt_pass1_vias: 11900
yosysWarningCount: 1
yosys_area_um2: 20800
worstPathArrival_ns: 9.71
setup_viol: 0
worst-path-buf-inv: 5
grt_first_pass_wirelength_um: 68000
dpl-instance-area_um2: 21700
maxCapViolations: 0
vdd_drop_max_mv: 0.0778
synth_cell_type_count: 58
viasPerCell: 5.58
synth-async-reset-ratio_pct: 0
slew_headroom_pct: 38.8
ant_nets: 0
grt_setup_unrepaired: "no"
logic_family: "multiplexers"
port_buffers: 26
routed_wl_um: 43400
slowest_stage: "dfxtp_4"
fin_crit_ns: 9.44
max_stage_delay_ns: 0.61
diodes: 0
die_h_um: 206
grt_start_max_net_pins: 57
cts_tree: "built"
start_kind: "register"
clock_skew_ns: 0.0193
fin_area_um2: 23100
ys_cells: 1436
detailroute.wirelength.met3_um: 3290
syn_to_final_growth_pct: 11.3
core_um2: 40900
initial_core_util_pct: 50.8
syn_avg_cell_area_um2: 14.5
cts_sinks: 437
simple_gate_area_share_pct: 7.93
period_used_pct: 48.6
required_ns: 19.68
top_cell_area_share_pct: 51.1
track_usage_pct: 23.7
min_path_type: "register to register"
worst_pin_slew_ns: 0.914
dr_total_vias: 11500
logic_area_um2: 7850
cts_resized: 0
cts-htree-levels: 2
finalHoldViolCount: 0
flop_area_um2: 12300
synthTopCellsByArea: "edfxtp_1 51%, mux4_2 10%, dfxtp_1 8.0%"
die_w_um: 206
edf_count: 354
antenna_found_initial: 0
crit_family: "adder cells"
synth_seq_share_pct: 59.1
drt-wirelength-per-cell_um: 21.1
gr-total-overflow: 0
post-route-drc-count: 0
ys_sh_aoi_pct: 4.30
wl_met1_um: 17100
crit_path_max_fanout: 28
drt-pass1-iter-count: 5
drt-initial-drc-count: 708
postCtsHoldBufs: 0
clk_pin_slew_ns: 0.06
warnings: 45
cts_made_buffers: 45
routabilityCongestion: 0.880
layout_top_cells: "354 x edfxtp_1, 166 x nor2_1, 111 x inv_1"
rrSetupSlack_ns: 9.96
route.met2.wl_um: 22100
fmax_ghz: 0.106
slew_viol_final: 0
endpoint_kind: "register"
filler_cell_count: 3207
fa_ha_area_share_pct: 10.3
synthCells: 1436
dp_hpwl_um: 29800
ys_sh_xor_pct: 2.48
syn_area_um2: 20800
cts_setup_buffers: 0
cts_buffer_depth: 3
io_pins: 27
path_common_cell: "fa_1"
clk_latency_ns: 0.57
[path summary, 6_finish.rpt]
path         cells after the start             to      from
min reg2reg                      1       state[5]  state[8]
max                             29  temp_count[2]  register
min                              1       state[5]  state[8]
max reg2reg                     29  temp_count[2]  register
[area by class of cell]
class	instances	area share, %
sequential	437	53.2
clock buffer	65	5.77
tap	532	2.88
multi-input combinational	835	33.9
timing repair buffer	56	2.08
clock inverter	13	0.292
inverter	117	1.90
[state kept, by name, indices dropped and copies added, names as in the netlist, 6 cells and up, named ones only]
signal	count
best_count	6
input_count	16
state	12
targ_idx	6
target_x	160
target_y	160
temp_count	6
[per-stage QoR]
stage	setup slack, ns	hold slack (ns)	std cells
floorplan	11.03	0.414	1436
global placement	9.98	0.422	1977
detailed placement	9.86	0.432	1977
CTS	9.84	0.461	2055
global route	9.36	0.475	2055
finish	9.96	0.459	2055
[cell usage after synthesis, types with 26 or more instances]
library cell,count
ha_1,100
xor2_1,41
fa_1,45
nor3_1,26
edfxtp_1,354
mux2i_1,31
inv_1,111
clkbuf_1,30
a21oi_1,43
dfxtp_1,83
nor2_1,166
nand2_1,41
mux4_2,96
nand3_1,33
[power by group]
group | leakage [nW] | switching, W | internal (W)
registers | 3.86 | 0.00000171 | 0.00101
logic | 3.86 | 0.0000239 | 0.00000992
clock network | 0.692 | 0.000343 | 0.000476
total | 8.41 | 0.000368 | 0.00150
[metal layers]
| layer | track usage, % | vias up |
|---|---|---|
| met5 | 0 | - |
| met4 | 4.36 | 0 |
| met3 | 9.15 | 55 |
| met2 | 37.3 | 363 |
| met1 | 34.7 | 5649 |
| li1 | - | 5397 |
[worst register-to-register path, delay by kind of cell, from the launching register on]
family / cells / cell delay (ns)
buffers and inverters: 5 / 1.12
AOI/OAI and AO/OA: 9 / 1.92
adders and majority gates: 7 / 3.02
DFF: 1 / 0.61
xor gates and xnor gates: 2 / 0.47
muxes: 4 / 1.71
and+or+nand+nor: 2 / 0.29
[cells by family after synthesis]
family | Yosys count
compound gates | 135
xor+xnor | 59
fa+ha+maj | 145
buf+inv | 164
flops | 437
mux | 142
simple gates | 354
Power and IR drop assume default switching activity.
