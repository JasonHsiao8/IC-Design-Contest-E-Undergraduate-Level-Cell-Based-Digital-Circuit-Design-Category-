`config.mk`:
```
export PLATFORM = sky130hd
export DESIGN_NAME = JAM
export DESIGN_NICKNAME = JAM
export VERILOG_FILES = /design/flow/design.v
export SDC_FILE = /design/flow/constraint.sdc
export NUM_CORES = 4
export LEC_CHECK = 1
export CORE_UTILIZATION = 50
```
`constraint.sdc`:
```
current_design JAM

set clk_period 4.2
set clk_io_pct 0.2

create_clock -name clk0 -period $clk_period [get_ports {CLK}]

set non_clock_inputs [all_inputs -no_clocks]
set_input_delay [expr $clk_period * $clk_io_pct] -clock clk0 $non_clock_inputs
set_output_delay [expr $clk_period * $clk_io_pct] -clock clk0 [all_outputs]
```
`design.v`:
```
module JAM (
    input CLK,
    input RST,
    output reg [2:0] W,
    output reg [2:0] J,
    input [6:0] Cost,  
    output reg [3:0] MatchCount,  
    output reg [9:0] MinCost,  
    output reg Valid 
);
    reg [2:0] term [0:7];
    reg [9:0] current_sum;   
    reg [2:0] worker_index;    
    reg [2:0] state;
    parameter  STATE_INIT = 3'd0,
               STATE_SEARCH = 3'd1,
               STATE_ADD = 3'd2,
               STATE_COMPARE = 3'd3, 
               STATE_FIND_K_LOOP = 3'd4,  
               STATE_FIND_L_LOOP = 3'd5,
               STATE_REVERSE_LOOP = 3'd6,
               STATE_DONE = 3'd7;
    reg [2:0] k, l;           
    reg [2:0] rev_i, rev_j;   
    always @(posedge CLK) begin
        if(RST)begin
            state <= STATE_INIT;
            term[0] <= 3'd0;
            term[1] <= 3'd1;
            term[2] <= 3'd2;
            term[3] <= 3'd3;
            term[4] <= 3'd4;
            term[5] <= 3'd5;
            term[6] <= 3'd6;
            term[7] <= 3'd7;
            current_sum <= 10'd0;
            MinCost <= 10'd1023;
            MatchCount <= 4'd0;
            Valid <= 1'b0;
            worker_index <= 3'd0;
            W <= 3'd0;
            J <= 3'd0;
        end
        else begin
            case (state)
                STATE_INIT: begin
                    worker_index <= 3'd0;
                    current_sum <= 10'd0;
                    W <= worker_index;
                    J <= term[worker_index];
                    state <= STATE_SEARCH;                    
                end 
                STATE_SEARCH: begin  
                    W <= worker_index+1;
                    J <= term[worker_index+1];
                    state <= STATE_ADD;
                end
                STATE_ADD: begin  
                   current_sum <= current_sum + Cost;
                   if (worker_index == 3'd7) begin
                        state <= STATE_COMPARE;
                   end
                   else begin
                        W <= worker_index+2;
                        J <= term[worker_index+2];
                        worker_index <= worker_index + 3'd1;
                        state <= STATE_ADD;
                   end 
                end
                STATE_COMPARE: begin  
                    if (current_sum < MinCost) begin
                        MinCost <= current_sum;
                        MatchCount <= 4'd1;
                    end
                    else if (current_sum == MinCost) begin
                        MatchCount <= MatchCount + 4'd1;
                    end
                        k <= 3'd6;
                        state <= STATE_FIND_K_LOOP;
                end
                STATE_FIND_K_LOOP: begin  
                    if (term[k] < term[k+1]) begin 
                        l <= 3'd7;
                        state <= STATE_FIND_L_LOOP;
                    end
                    else if (k == 3'd0)  
                        state <= STATE_DONE; 
                    else begin
                        if(term[k-1] < term[k])begin
                            k <= k - 1;
                            state <= STATE_FIND_L_LOOP;
                        end
                        else begin
                            k <= k - 1;
                            state <= STATE_FIND_K_LOOP;  
                        end
                    end
                end
                STATE_FIND_L_LOOP: begin  
                    if (term[l] > term[k]) begin
                        {term[k], term[l]} <= {term[l], term[k]};
                        rev_i <= k + 1;
                        rev_j <= 3'd7;
                        state <= STATE_REVERSE_LOOP;
                    end
                    else begin
                        l <= l - 1;
                       state <= STATE_FIND_L_LOOP; 
                    end
                end
                STATE_REVERSE_LOOP: begin
                    if (rev_i < rev_j) begin
                        {term[rev_i], term[rev_j]} <= {term[rev_j], term[rev_i]};
                        rev_i <= rev_i + 1;
                        rev_j <= rev_j - 1;
                        if(rev_i + 1 >= rev_j - 1)begin
                            current_sum <= 10'd0;
                            worker_index <= 3'd0;
                            state <= STATE_INIT; 
                        end
                        else;
                    end
                    else begin 
                        state <= STATE_INIT;
                        current_sum <= 10'd0;
                        worker_index <= 3'd0;
                    end
                end
                STATE_DONE: begin  
                    Valid <= 1'b1;
                    state <= STATE_DONE;
                end
                default: state <= STATE_INIT;
            endcase
        end
    end
endmodule
```
`run.sh`:
```
#!/bin/bash
# OpenROAD 26Q1-2900-gdf79404cd8, Yosys 0.63+post, stock flow scripts
make -C /OpenROAD-flow-scripts/flow DESIGN_CONFIG=/design/flow/config.mk WORK_HOME=/design/flow/orfs finish
```
==> results.cfg <==
; flow metrics
[synth]
netlist_instances = 640
ys_ff = 87
yosys_area_mm2 = 0.00624
edf_count = 36
yosys_cells = 640
yosys-top-cells-area = edfxtp_1, dfxtp_1, ha_1
largest_area_cell = edfxtp_1
yosys_warnings = 1
synth-async-reset-ratio_pct = 0
yosysUniqueCellTypes = 67
yosysSeqAreaShare_pct = 33.7
ys.flop_type = dfxtp_1
syn_area_mm2 = 0.00624
top_area_share_pct = 17.3
synth_area_per_cell_um2 = 9.75

[route]
wl_per_cell_um = 20.4
via_count = 5161
vias_per_cell = 6.18
dr.pass1.iters = 5
antenna_left = 0
diodes = 0
routed_wl_um = 17000
drt-initial-drc-count = 359
remaining_drc_errors = 0

[pwr]
clkPwrFrac_pct = 42.5
power.leakage_uw = 0.00271
intPower_uw = 1450
sequentialPowerShare_pct = 48.2
p_per_area_mw_per_mm2 = 272
comb_power_share_pct = 9.3
power.switching_uw = 457
sw_frac_of_total_pct = 24.0
ir_worst_vdd_mv = 0.197

[grt]
grt_pass1_wl_um = 27100
grt.total_usage_pct = 29.2
grt_pass1_vias = 4975
overflow = 0
antenna_found_initial = 0
grt_max_degree = 42

[worst_setup_path]
cp_common_cell = nor2b_1
cp_cell_sequence = mux4_2 > mux2i_1 > inv_1 > ha_1 > nor2b_1 > o21ai_0 > a211oi_1 > buf_4 > a31oi_1 > nor3_1 > nor2b_1 > a22oi_1
cp.buffers_inverters = 2
crit_path_top_delay_cell = dfxtp_1
cp_max_fo = 6
rr_endpoint = term[5][2]
cp-end-kind = flop
max_stage_delay_ps = 570
rr_worst_depth = 12
arrival_ps = 3830
critical_path_class = flop to flop
r2r_slack_ps = 450
critPathTopFamily = multiplexers
required_ps = 4270
start_kind = flop

[cells_and_area]
drive_gt1_share_pct = 11.7
area_delta_synth_final_pct = 12.1
fill_cells = 1035
comb_area_mm2 = 0.00382
seq_area_mm2 = 0.00210

[sta]
fin_worst_skew_ps = 8.00
setup_ws_ps = 445
finalCritPeriodShare_pct = 89.4
fmax_mhz = 266
drv_slew = 0
fin_crit_ps = 3750
rsz0062_at_grt = no
setup_viol = 0
hold_viol = 0
setup_tns_ps = 0
slew_headroom_pct = 41.2
worst_slew_pin_slew_ps = 881

[clock_network]
cts_buffer_depth = 2
htreeDepth = 3
insertion_delay_ps = 350
cts_resized = 0
hold_buffers = 0
cts_tree = built
post_cts_buffers = 0
clock-root-buffer = clkbuf_16
numClockSinks = 87
cts_buffers = 9
clkTransAtPathRegs_ps = 60

[floorplanning]
dieHeight_um = 114
dieArea_mm2 = 0.0129
die_w_um = 114
ios = 30
rows = 40
initCoreUtil_pct = 51.5
coreArea_mm2 = 0.0121

[place]
post-place-ws_ps = 552
port_buffers = 29
gp_congestion = 0.950
dpl.hpwl_um = 12900

[flow_run]
tool_warnings = 28
max_cap_viol_count = 0

[min_path]
hold_start = Valid
hold_end = Valid
min_path_cells = 2
hold_class = flop to flop

[run_status]
status = complete, no violations
## how the worst max path moves through the flow
stage         cells past startpoint  slack [ps]    endpoint  startpoint
CTS                              12         520  term[5][2]        flop
global route                     12         180  term[4][2]        flop
finish                           12         450  term[5][2]        flop
## per-stage QoR
step / instance area (um2) / hold slack, ps / util, % / power (uW) / instances
global route: 7000 / 499 / 57.8 / 1980 / 835
CTS: 7000 / 470 / 57.8 / 1920 / 835
detailed placement: 6700 / 456 / 55.3 / 1110 / 819
finish: 7000 / 463 / 57.8 / 1910 / 835
global placement: 6700 / 455 / 55.3 / 1110 / 819
floorplan: 6240 / 416 / - / 1050 / 640
## cell usage after synthesis, types with 5 or more instances
master	instances
nand2_1	58
nor2_1	51
nor2b_1	8
nand2b_1	9
inv_1	41
a21oi_1	29
a211o_1	6
xnor2_1	9
o21ai_0	11
and2b_1	6
and2_1	5
mux4_1	6
xor2_1	8
o22ai_1	11
a211oi_1	6
a22oi_1	12
edfxtp_1	36
mux4_2	21
nor4_1	6
o211ai_1	14
clkbuf_1	22
a31oi_1	13
dfxtp_1	51
ha_1	40
mux2i_1	22
or3_1	6
mux2_2	7
nor3_1	23
a21o_1	8
a221oi_1	13
nand3_1	13
## layout by cell type, fill, tap and decap left out, drive strengths merged, types with 9 or more instances in the layout
master,Yosys,layout
nand2,58,58
dfxtp,51,51
nor2,51,51
inv,42,42
ha,40,40
edfxtp,36,36
a21oi,30,30
clkdlybuf4s50,0,29
mux4,28,28
mux2i,24,24
nor3,23,23
buf,11,15
o211ai,14,14
nand3,14,14
a221oi,14,14
a31oi,13,13
a22oi,12,12
o21ai,12,12
o22ai,11,11
clkbuf,22,11
nand2b,10,10
xnor2,9,9
## worst register-to-register path, cell delays in order, from the launching register on
cell	delay, ps
dfxtp_1	570
mux4_2	550
mux2i_1	230
inv_1	100
ha_1	290
nor2b_1	130
o21ai_0	110
a211oi_1	390
buf_4	200
a31oi_1	150
nor3_1	380
nor2b_1	270
a22oi_1	120
## logic make-up (layout without fill, tap and decap cells)
family                     count (synthesis)  in the layout  share of synthesized area (%)
adders and majority gates                 41             41                           8.34
xor gates and xnor gates                  17             17                           2.39
and+or+nand+nor                          205            205                           16.2
DFF                                       87             87                           33.7
muxes                                     60             60                           16.3
AOI/OAI and AO/OA                        154            154                           18.0
buffers and inverters                     76            103                           5.13
## per-layer routing
metal	routed length, um	vias up	track usage [%]
li1	-	2473	-
met1	7610	2409	46.4
met2	7270	253	40.7
met3	1810	26	10.3
met4	340	0	5.61
met5	0	-	1.18
## area by class of cell
class,count,area share (%)
clock buffers,11,3.47
flip-flops and latches,87,30.0
inverters,43,2.31
repair buffers,44,5.76
well taps,168,3.00
clock inverters,5,0.823
multi-input cells,477,54.6
## power groups by stage
stage,combinational [uW],sequential [uW],clock [uW]
4_1_cts,177,918,829
5_1_grt,197,920,862
6_report,177,918,810
Power figures rest on the tool's default switching activity, not on a simulated workload.
